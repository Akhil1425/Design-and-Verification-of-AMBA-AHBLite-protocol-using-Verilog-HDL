==> /design/flow/design.v <==
module ahb_master(
  input hclk,
  input hresetn,
  input enable,
  input [31:0] dina,
  input [31:0] dinb,
  input [31:0] addr,
  input wr,
  input hreadyout,
  input hresp,
  input [31:0] hrdata,
  input [1:0] slave_sel,
  output reg [1:0] sel,
  output reg [31:0] haddr,
  output reg hwrite,
  output reg [2:0] hsize,
  output reg [2:0] hburst,
  output reg [3:0] hprot,
  output reg [1:0] htrans,
  output reg hmastlock,
  output reg hready,
  output reg [31:0] hwdata,
  output reg [31:0] dout
);
reg [1:0] state, next_state;
parameter idle = 2'b00, s1 = 2'b01, s2 = 2'b10, s3 = 2'b11;
always @(posedge hclk, negedge hresetn) begin
  if(!hresetn) begin
    state <= idle;
  end
  else begin
    state <= next_state;
  end
end
always @(*) begin
  case(state)
    idle: begin
      if(enable == 1'b1) begin
        next_state = s1;
      end
      else begin
        next_state = idle;
      end
    end
    s1: begin
      if(wr == 1'b1) begin
        next_state = s2;
      end
      else begin
        next_state = s3;
      end
    end
    s2: begin
      if(enable == 1'b1) begin
        next_state = s1;
      end
      else begin
        next_state = idle;
      end
    end
    s3: begin
      if(enable == 1'b1) begin
        next_state = s1;
      end
      else begin
        next_state = idle;
      end
    end
    default: begin
      next_state = idle;
    end
  endcase
end
always @(posedge hclk, negedge hresetn) begin
  if(!hresetn) begin
    sel <= 2'b00;
    haddr <= 32'h0000_0000;
    hwrite <= 1'b0;
    hsize <= 3'b000;
    hburst <= 3'b000;
    hprot <= 4'b0000;
    htrans <= 2'b00;
    hmastlock <= 1'b0;
    hready <= 1'b0;
    hwdata <= 32'h0000_0000;
    dout <= 32'h0000_0000;
  end
  else begin
    case(next_state)
      idle: begin 
        sel <= slave_sel;
        haddr <= addr;
        hwrite <= hwrite;
        hburst <= hburst;
        hready <= 1'b0;
        hwdata <= hwdata;
        dout <= dout;
      end
      s1: begin 
        sel <= 	slave_sel;
        haddr <= addr;
        hwrite <= wr;
        hburst <= 3'b000;
        hready <= 1'b1;
        hwdata <= dina+dinb;
        dout <= dout;
      end
      s2: begin 
        sel <= sel;
        haddr <= addr;
        hwrite <= wr;
        hburst <= 3'b000;
        hready <= 1'b1;
        hwdata <= dina+dinb;
        dout <= hwdata;
      end
      s3: begin 
        sel <= sel;
        haddr <= addr;
        hwrite <= wr;
        hburst <= 3'b000;
        hready <= 1'b1;
        hwdata <= hwdata;
        dout <= hrdata;
      end
      default: begin 
        sel <= slave_sel;
        haddr <= haddr;
        hwrite <= hwrite;
        hburst <= hburst;
        hready <= 1'b0;
        hwdata <= hwdata;
        dout <= dout;
      end
    endcase
  end
end
endmodule
==> /design/flow/run.sh <==
#!/bin/bash
# OpenROAD 26Q1-2900-gdf79404cd8, Yosys 0.63+post, stock flow scripts
make -C /OpenROAD-flow-scripts/flow DESIGN_CONFIG=/design/flow/config.mk WORK_HOME=/design/flow/orfs finish
==> /design/flow/config.mk <==
export PLATFORM = sky130hd
export DESIGN_NAME = ahb_master
export DESIGN_NICKNAME = ahb_master
export VERILOG_FILES = /design/flow/design.v
export SDC_FILE = /design/flow/constraint.sdc
export NUM_CORES = 4
export LEC_CHECK = 1
export CORE_UTILIZATION = 40
==> /design/flow/constraint.sdc <==
current_design ahb_master

set clk_period 5.6
set clk_io_pct 0.2

create_clock -name clk0 -period $clk_period [get_ports {hclk}]

set non_clock_inputs [all_inputs -no_clocks]
set_input_delay [expr $clk_period * $clk_io_pct] -clock clk0 $non_clock_inputs
set_output_delay [expr $clk_period * $clk_io_pct] -clock clk0 [all_outputs]
==> job_summary.md <==
## PnR job results

| Metric | Value |
|---|---|
| Synth Cell Area | `5680 µm²` |
| CTS buffer count | `9` |
| Max-Cap Viols | `0` |
| Antenna violations before repair | `0` |
| Critical path, cell by cell | `clkdlybuf4s50_1 > ha_1 > fa_1 > a21o_1 > a221oi_2 > o31ai_2 > a211oi_2 > o21ai_1 > xor2_1 > mux2_4` |
| Power Density | `353 nW/µm²` |
| YS warnings | `1` |
| # resized after CTS | `0` |
| Syn-to-layout area delta | `48.3%` |
| Total Wirelength | `14,800 µm` |
| Yosys cell types | `59` |
| # Post-CTS Setup Buffers | `0` |
| Xor/xnor share | `3.70%` |
| CP arrival | `3780 ps` |
| CP max stage cell | `clkdlybuf4s50_1` |
| MUX share of area | `10.7%` |
| Setup WS post-layout | `2040 ps` |
| Fa+ha+maj area frac | `8.29%` |
| Core Area | `13,900 µm²` |
| CTS H-tree depth | `3` |
| Post-layout minimum cycle time | `3560 ps` |
| Via density | `4.97` |
| Ys cells | `547` |
| Port buffer count | `233` |
| CTS Buffer Depth | `2` |
| Average wire per standard cell | `15.6 µm` |
| Main logic family | `AND-OR/OR-AND gates` |
| Row cnt | `43` |
| Chip area | `14,700 µm²` |
| Top-level port count | `249` |
| First-pass GRT wire length | `23,600 µm` |
| Worst-Margin Slew | `525 ps` |
| Status | `finished, final reports clean` |
| Flip-flops with a built-in enable | `0` |
| Grt total ovfl | `0` |
| Setup WS pre-CTS | `1670 ps` |
| Ratio of cells with drive above 1 in the final layout | `8.42%` |
| First-pass iteration count of the detailed router | `4` |
| Post-DP HPWL | `12,100 µm` |
| Latency at later pin | `340 ps` |
| Syn Area/Cell | `10.4 µm²` |
| Total global-route track usage | `21.0%` |
| Die height | `121 µm` |
| Post-route design area | `8420 µm²` |
| Remaining DRCs | `0` |
| Startpoint Class | `primary input` |
| TNS Setup | `0 ps` |
| Vias | `4,732` |
| Standby leakage power | `3.51 nW` |
| Chip width | `121 µm` |
| Clock Sinks | `104` |
| Unrepaired setup endpoints after global routing | `false` |
| Yosys stat area | `5680 µm²` |
| Fmax achieved | `281 MHz` |
| Clock skew | `6.08 ps` |
| DR iter-0 viols | `212` |
| Max transition margin | `64.7%` |
| Antenna Nets Post-Route | `0` |
| Critical Path Max Stage Delay | `410 ps` |
| Final period utilization | `63.6%` |
| Max VDD drop | `0.152 mV` |
| Complex Gates by Area | `16.5%` |
| Delay-heaviest family, CP | `AND-OR/OR-AND gates` |
| Reg clk slew, reported paths | `70 ps` |
| Clk root buf | `clkbuf_16` |
| Seq cells post-synth | `104` |
| Main flop type | `dfrtp_1` |
| CTS Hold Bufs | `0` |
| Async set-reset flop share out of synthesis | `100%` |
| Buffers plus inverters on the worst setup path | `1` |
| Final setup vio count | `0` |
| Critical path fanouts, max | `4` |
| Pin count of the biggest net entering global routing | `65` |
| Pins over their slew limit | `0` |
| Routability Congestion | `0.930` |
| Dpl cells | `937` |
| Synth Seq Share | `45.9%` |
| Simple share | `10.6%` |
| Synth Instances | `547` |
| FP Core Util | `40.9%` |
| Required @ worst endpoint | `5820 ps` |
| Final hold viol count | `0` |
| Count of non-filler cells in the finished layout | `952` |
| CTS tree | `built` |
| Critical path class | `primary input to flip-flop` |
| Hold crit path type | `flip-flop to flip-flop` |
| ANT cells | `0` |
| FILL cells | `1,172` |
| Vias in the first global route | `4,558` |
| DP Area | `8110 µm²` |
| Log Warnings | `32` |
| Worst Setup End Kind | `flip-flop` |
[kinds of logic (layout without fill, tap and decap cells)]
group | after synthesis | in the layout
compound gates | 140 | 140
simple gates | 134 | 134
flops | 104 | 104
mux | 57 | 57
buf+inv | 50 | 263
fa+ha+maj | 37 | 37
xor+xnor | 24 | 24
other cells | 1 | 13
[power breakdown]
group / internal (mW) / switching, mW / total [mW]
sequential: 1.00 / 0.181 / 1.18
clock: 0.370 / 0.258 / 0.628
combinational: 0.755 / 0.408 / 1.16
[worst register-to-register path, stage by stage, from the launching register on]
cell	delay, ps
dfrtp_1	370
nor3_1	260
nor2b_1	110
nor2_1	260
inv_1	110
ha_2	320
buf_4	410
inv_1	350
a221o_1	410
[synthesized netlist by cell type, types with 9 or more instances]
master | count | share of area [%]
dfrtp_1 | 103 | 45
nand2_1 | 65 | 4.3
o21ai_0 | 43 | 3.8
ha_1 | 36 | 7.9
mux2i_1 | 34 | 6.0
a21oi_1 | 26 | 2.3
nor2_1 | 25 | 1.7
mux2_2 | 21 | 4.2
clkbuf_1 | 20 | 1.3
xnor2_1 | 17 | 2.6
buf_4 | 13 | 1.7
a21o_1 | 12 | 1.6
nand4_1 | 12 | 1.3
inv_1 | 10 | 0.66
nor3_1 | 9 | 0.79
o21ai_1 | 9 | 0.79
[layout by cell type, fill, tap and decap left out, types with 3 or more instances in the layout]
cell	n
inv_1	10
nand2_1	65
nor3_1	9
a21oi_2	7
xor2_1	7
xnor2_1	17
a221o_1	3
o211ai_1	4
buf_4	6
o21bai_1	4
clkdlybuf4s50_1	232
o21ai_0	43
a211o_1	3
a21o_1	12
nor2_1	25
o21ai_1	9
o21a_1	6
nand3_1	8
dfrtp_1	103
mux2_2	21
clkbuf_16	9
nand4_1	12
conb_1	13
a21oi_1	26
ha_1	35
mux2i_1	34
[layout make-up]
type	count	area [µm²]	share of cell area, %
clock inverter	4	52.6	0.624
clock buffer	11	253	3.00
tap	180	225	2.68
timing repair buffer	238	2370	28.1
inverter	10	37.5	0.446
sequential	104	2600	30.9
multi-input combinational	405	2880	34.2
[final timing paths]
check / startpoint / to / slack [ps] / depth (start not counted)
worst min register to register: dout[8]$_DFFE_PN0N_ / dout[8]$_DFFE_PN0N_ / 470 / 2
worst max register to register: state[1]$_DFF_PN0_ / hwdata[20]$_DFFE_PN0N_ / 2900 / 8
worst max-delay path: dina[0] / hwdata[22]$_DFFE_PN0N_ / 2040 / 10
min in group asynchronous: hresetn / haddr[7]$_DFF_PN0_ / 720 / 1
max in group asynchronous: hresetn / state[0]$_DFF_PN1_ / 4030 / 2
worst min-delay path: dout[8]$_DFFE_PN0N_ / dout[8]$_DFFE_PN0N_ / 470 / 2
[routing by layer]
layer	part of all wire (%)	wire, µm	vias up	global-route usage [%]
met4	1.7	250	0	3.55
met3	5.1	753	14	2.69
li1	-	-	2365	-
met1	46	6840	2203	32.8
met5	0	0	-	0
met2	47	6990	150	32.7
[state kept, by name, indices dropped and copies added, names as in the netlist]
name and count:
dout 32, state 4, hwrite 1, sel 2
haddr 32, hready 1, hwdata 32
[per-stage QoR]
step / power (mW) / util [%] / hold WS, ps
6_report: 2.97 / 60.6 / 475
5_1_grt: 3.18 / 60.6 / 504
3_3_place_gp: 2.36 / 58.4 / 463
3_5_place_dp: 2.38 / 58.4 / 470
2_1_floorplan: 1.59 / - / 426
4_1_cts: 3.02 / 60.6 / 485
No activity file was given, so power comes from the tool's default toggle rates.
